$ cat flow/run.sh
#!/bin/bash
# OpenROAD 26Q1-2900-gdf79404cd8, Yosys 0.63+post, stock flow scripts
make -C /OpenROAD-flow-scripts/flow DESIGN_CONFIG=/design/flow/config.mk WORK_HOME=/design/flow/orfs finish
$ cat flow/config.mk
export PLATFORM = sky130hd
export DESIGN_NAME = outstanding_requests
export DESIGN_NICKNAME = outstanding_requests
export VERILOG_FILES = /design/flow/design.v
export SDC_FILE = /design/flow/constraint.sdc
export NUM_CORES = 4
export LEC_CHECK = 1
export CORE_UTILIZATION = 40
$ cat flow/constraint.sdc
current_design outstanding_requests

set clk_period 8.5
set clk_io_pct 0.2

create_clock -name clk0 -period $clk_period [get_ports {clk}]

set non_clock_inputs [all_inputs -no_clocks]
set_input_delay [expr $clk_period * $clk_io_pct] -clock clk0 $non_clock_inputs
set_output_delay [expr $clk_period * $clk_io_pct] -clock clk0 [all_outputs]
$ cat flow/design.v
`timescale 1 ns / 1 ps
module outstanding_requests (
   input                      clk,
   input                      rst,
   output                     done,
   input                      rq_vld_in,
   input                      rs_vld_in
);
   reg   [63:0]               rq_count_s;
   reg   [63:0]               rs_count_s;
   always @(posedge clk)
   begin
      if (rst == 1)              rq_count_s <= 64'd0;
      else if (rq_vld_in == 1)   rq_count_s <= rq_count_s + 64'd1;
      if (rst == 1)              rs_count_s <= 64'd0;
      else if (rs_vld_in == 1)   rs_count_s <= rs_count_s + 64'd1;
   end
   assign done = (rq_count_s == rs_count_s);
endmodule
==> qor.tcl <==
set qor(synth.yosys.warnings) 1
set qor(fp.dieW_microns) 133
set qor(die_height_microns) 133
set qor(num_antenna_cells) 0
set qor(numClockSinks) 128
set qor(topCellsByArea) {sky130_fd_sc_hd__dfxtp_1 37%, sky130_fd_sc_hd__xor2_1 12%, sky130_fd_sc_hd__nand4_1 5.6%}
set qor(ys_dominant_reg_cell) {sky130_fd_sc_hd__dfxtp_1}
set qor(post-synth-top-area-fraction_pct) 37.3
set qor(antenna_nets_post_route) 0
set qor(design_area_sq_um) 7690
set qor(timing.hold.worst.class) {reg2reg}
set qor(die-area_sq_um) 17700
set qor(final-max-slew-violation-count) 0
set qor(crit_required_ns) 6.80
set qor(root_buffer) {sky130_fd_sc_hd__clkbuf_16}
set qor(min_period_over_period_pct) 52.7
set qor(synth_chip_area_sq_um) 6880
set qor(latency_at_later_pin_ns) 0.41
set qor(ff2ff_setup_slack_ns) 5.61
set qor(pin_count) 5
set qor(fmax_mhz) 223
set qor(setup_viol) 0
set qor(place_congestion) 0.907
set qor(worst_slew_margin_rel_pct) 42.4
set qor(met1_usage_pct) 31.6
set qor(cts_hold_buffers) 0
set qor(yosys.area.top_type) {sky130_fd_sc_hd__dfxtp_1}
set qor(worstSetupPathType) {reg2out}
set qor(status) {completed}
set qor(detail_route.first_pass.iterations) 4
set qor(drive_above_1_share_pct) 6.21
set qor(grt_met3_usage_pct) 4.39
set qor(syn_area_sq_um) 6880
set qor(post_synth_num_cell_types) 38
set qor(drt_drc_violations_left) 0
set qor(max_cap_violations) 0
set qor(post_cts_resize_count) 0
set qor(pre_cts_slack_ns) 4.07
set qor(number_of_synthesized_register_bits) 128
set qor(clkTransAtPathRegs_ns) 0.06
set qor(total_power_w) 0.00142
set qor(globalRoute.busiestLayer) {met2}
set qor(floorplanUtilization_pct) 41.2
set qor(cts_made_buffers) 17
set qor(tritoncts) {built}
set qor(grtUsageMet2_pct) 33.0
set qor(grt_use_total_pct) 21.2
set qor(areaGrowthSynthToFinish_pct) 11.9
set qor(postCtsSetupBuffers) 0
set qor(largest_net_degree_at_the_start_of_global_routing) 64
set qor(routed_wl_microns) 17600
set qor(vias_per_cell) 5.51
set qor(core-area_sq_um) 16700
set qor(timing.critical_path.from_type) {flip-flop}
set qor(postLayoutCoreUtil_pct) 46.1
set qor(grt_antenna_before_repair) 0
set qor(critical_path_arrival_ns) 2.78
set qor(synth.yosys.num_cells) 840
set qor(fin_worst_skew_ns) 0.00690
set qor(via_count_of_the_first_global_routing_pass) 5382
set qor(rows) 47
set qor(unrepaired_setup_endpoints_after_global_routing) {no}
set qor(placedInstanceArea_sq_um) 7050
set qor(tightest_slew_ns) 0.856
set qor(synth-edff-count) 0
set qor(warning_count) 25
set qor(synth-seq-area-share_pct) 37.3
set qor(finalHoldViolations) 0
set qor(first_iter_violations) 446
set qor(portBuffers) 4
set qor(avgRoutedWirePerCell_microns) 16.7
set qor(clk_path_buf_depth) 2
set qor(asyncSetResetFlopFracSynth_pct) 0
set qor(final_period_minus_worst_setup_slack_ns) 4.48
set qor(finalSetupTns_ns) 0
set qor(power.static_leakage_nw) 2.86
set qor(pwr_density_cell_nw_per_um2) 184
set qor(critPathMaxFanout) 6
set qor(vdd.ir_drop.worst_mv) 0.147
set qor(grt_first_pass_wirelength_microns) 29000
set qor(overflow) 0
set qor(cp-end-kind) {output port}
set qor(cts-htree-levels) 4
set qor(final.setup.worst_slack_ns) 4.02
set qor(postSynthCellCount) 840
set qor(vias) 5834
set qor(synthesis.area_per_instance_sq_um) 8.18
set qor(dpl.hpwl_microns) 12500
layer usage:
metal,vias up,wire [microns]
li1,2988,-
met3,14,857
met4,0,225
met1,2734,8360
met5,-,0
met2,98,8170
cell type report:
cell class / instances / area (sq um)
well taps: 220 / 275
fillers: 1615 / 9010
flip-flops and latches: 128 / 2560
clock inverters: 13 / 186
inverters: 22 / 82.6
clock buffers: 19 / 453
multi-input cells: 648 / 4060
repair buffers: 8 / 67.6
cells in the mapped netlist, types with 9 or more instances:
library cell and instances:
sky130_fd_sc_hd__nor4_1 43, sky130_fd_sc_hd__xnor2_1 38, sky130_fd_sc_hd__nor2_1 102, sky130_fd_sc_hd__a21oi_1 40, sky130_fd_sc_hd__inv_1 22, sky130_fd_sc_hd__and3_1 11, sky130_fd_sc_hd__nand2_1 48, sky130_fd_sc_hd__nor2b_1 11
sky130_fd_sc_hd__o31ai_1 18, sky130_fd_sc_hd__o21ai_0 28, sky130_fd_sc_hd__buf_2 9, sky130_fd_sc_hd__or3_1 22, sky130_fd_sc_hd__nand3_1 40, sky130_fd_sc_hd__nand4_1 62, sky130_fd_sc_hd__dfxtp_1 128, sky130_fd_sc_hd__or4_1 29
sky130_fd_sc_hd__xor2_1 98, sky130_fd_sc_hd__clkbuf_1 25, sky130_fd_sc_hd__nor3_1 22
kinds of logic (layout without fill, tap and decap cells):
group,after synthesis,count (layout),share of synthesized area [%]
fa+ha+maj,2,2,0.364
flops,128,128,37.3
compound gates,88,88,7.17
simple gates,414,414,32.9
buf+inv,64,62,3.71
mux,8,8,1.27
xor+xnor,136,136,17.3
layout by cell type, fill, tap and decap left out, types with 2 or more instances in the layout:
| master | n |
|---|---|
| sky130_fd_sc_hd__nor4_1 | 42 |
| sky130_fd_sc_hd__nor2_1 | 102 |
| sky130_fd_sc_hd__nand4_1 | 62 |
| sky130_fd_sc_hd__nor3_1 | 22 |
| sky130_fd_sc_hd__nor4b_1 | 2 |
| sky130_fd_sc_hd__inv_1 | 22 |
| sky130_fd_sc_hd__nand2_1 | 48 |
| sky130_fd_sc_hd__nand4_2 | 2 |
| sky130_fd_sc_hd__clkbuf_8 | 2 |
| sky130_fd_sc_hd__bufinv_16 | 4 |
| sky130_fd_sc_hd__o31ai_1 | 18 |
| sky130_fd_sc_hd__o21ai_0 | 28 |
| sky130_fd_sc_hd__xor2_1 | 98 |
| sky130_fd_sc_hd__clkinv_2 | 2 |
| sky130_fd_sc_hd__a31o_2 | 2 |
| sky130_fd_sc_hd__and2_1 | 4 |
| sky130_fd_sc_hd__ha_1 | 2 |
| sky130_fd_sc_hd__clkbuf_16 | 17 |
| sky130_fd_sc_hd__clkinvlp_4 | 4 |
| sky130_fd_sc_hd__nor2b_1 | 11 |
| sky130_fd_sc_hd__mux2_1 | 2 |
| sky130_fd_sc_hd__and3_1 | 11 |
| sky130_fd_sc_hd__or3_1 | 22 |
| sky130_fd_sc_hd__nand2b_1 | 4 |
| sky130_fd_sc_hd__a21oi_1 | 40 |
| sky130_fd_sc_hd__buf_4 | 5 |
| sky130_fd_sc_hd__nand3_1 | 40 |
| sky130_fd_sc_hd__clkdlybuf4s50_1 | 3 |
| sky130_fd_sc_hd__dfxtp_1 | 128 |
| sky130_fd_sc_hd__and4_1 | 5 |
| sky130_fd_sc_hd__xnor2_1 | 38 |
| sky130_fd_sc_hd__mux2i_1 | 2 |
| sky130_fd_sc_hd__clkinv_4 | 3 |
| sky130_fd_sc_hd__mux2_2 | 4 |
| sky130_fd_sc_hd__or4_1 | 29 |
worst max-delay path: stages (launching register included):
cell,delay (ns)
sky130_fd_sc_hd__dfxtp_1,0.47
sky130_fd_sc_hd__xor2_1,0.12
sky130_fd_sc_hd__nor4_1,0.44
sky130_fd_sc_hd__nand4_1,0.19
sky130_fd_sc_hd__nor4_1,0.58
sky130_fd_sc_hd__clkdlybuf4s50_1,0.57
path summary, 6_finish.rpt:
path                  startpoint        endpoint  depth (start not counted)
hold / removal    rs_count_s[63]  rs_count_s[63]                          2
hold reg to reg   rs_count_s[63]  rs_count_s[63]                          2
setup reg to reg  rs_count_s[31]  rs_count_s[56]                          5
setup / recovery   rq_count_s[4]            done                          5
registers in the layout (all words and copies together) (netlist names):
register,cells
rq_count_s,64
rs_count_s,64
where the power goes:
part	switching, W	leakage (nW)	internal (W)
sequential	0.00000321	1.03	0.000602
combinational	0.0000187	1.53	0.0000100
clock	0.000277	0.301	0.000506
total	0.000299	2.86	0.00112
through the flow:
stage	hold slack, ns	cells
global route	0.529	1058
floorplan	0.470	840
CTS	0.507	1058
global placement	0.493	1026
finish	0.503	1058
detailed placement	0.499	1026
No activity file was given, so power comes from the tool's default toggle rates.
