--- flow/config.mk ---
export PLATFORM = sky130hd
export DESIGN_NAME = generic_counter
export DESIGN_NICKNAME = generic_counter
export VERILOG_FILES = /design/flow/design.v
export SDC_FILE = /design/flow/constraint.sdc
export NUM_CORES = 4
export LEC_CHECK = 1
export CORE_UTILIZATION = 50
--- flow/constraint.sdc ---
current_design generic_counter

set clk_period 24.6
set clk_io_pct 0.2

create_clock -name clk0 -period $clk_period [get_ports {clk}]

set non_clock_inputs [all_inputs -no_clocks]
set_input_delay [expr $clk_period * $clk_io_pct] -clock clk0 $non_clock_inputs
set_output_delay [expr $clk_period * $clk_io_pct] -clock clk0 [all_outputs]
--- flow/design.v ---
`timescale 1 ns / 1 ps
module generic_counter (
   input                      clk,
   input                      rst,
   output                     done,
   input    [63:0]            start_in,
   input    [63:0]            end_in,
   input    [63:0]            step_in,
   input                      read_in,
   output   [63:0]            count_out
);
   reg   [63:0]               counter_s;
   always @(posedge clk)
   begin
      if (rst == 'd1)
         counter_s <= start_in;
      else if (read_in == 'd1)
         counter_s <= counter_s + step_in;
   end
   assign count_out = counter_s;
   assign done = counter_s >= end_in;
endmodule
--- flow/run.sh ---
#!/bin/bash
# OpenROAD 26Q1-2900-gdf79404cd8, Yosys 0.63+post, stock flow scripts
make -C /OpenROAD-flow-scripts/flow DESIGN_CONFIG=/design/flow/config.mk WORK_HOME=/design/flow/orfs finish
==> datasheet_impl.txt <==
Characteristics after synthesis and place and route

Parameter                              Value

Logic synthesis
  Yosys Warn Count    1
  Share of async-settable or async-resettable flops after synthesis    0
  Unique masters post-synth    67
  Number of synthesized flops with an enable pin    64
  Cells after synthesis    960
  Synthesis area per yosys    7960 um^2
  Top cell type's share of synthesized area    0.242
  Post-synthesis instance area    7960 um^2
  Prevailing post-synth register cell    sky130_fd_sc_hd__edfxtp_1
  Cell accounting for the most synthesized area    sky130_fd_sc_hd__edfxtp_1
  Sequential element share of the synthesized area    0.242
  Yosys stat cell total    960
  Synth area leaders    sky130_fd_sc_hd__edfxtp_1, sky130_fd_sc_hd__ha_1, sky130_fd_sc_hd__a21oi_1
  Most used standard cell by instance count after synthesis    sky130_fd_sc_hd__ha_1
  Most numerous cell types in the synthesized netlist    sky130_fd_sc_hd__ha_1, sky130_fd_sc_hd__nand2_1, sky130_fd_sc_hd__a21oi_1, sky130_fd_sc_hd__o21ai_0, sky130_fd_sc_hd__inv_1
  Synth Register Bits    64
  Average footprint of a synthesized cell    8.29 um^2

Worst setup path
  Crit path arrival time    8.31 ns
  CP Capture Type    output port
  Stage delay of the slowest cell on the critical path    0.65 ns
  Cell breakdown of the critical path    clkdlybuf4s50_1 -> ha_1 -> nand2b_1 -> a21o_1 -> a21o_1 -> a21oi_1 -> o211a_1 -> o311ai_0 -> a21oi_1 -> o211ai_1 -> a221oi_1 -> o21ai_0 -> clkdlybuf4s50_1
  Reg2Reg Capture Point    counter_s[62]
  Kind of start point of the critical path    input port
  Top cell family by delay on the critical path    AND-OR/OR-AND gates
  R2R depth    12
  Max FO, Critical Path    1
  Start of the worst register-to-register path    counter_s[0]
  Critical path buffer and inverter count    2
  Crit Path Class    input port to output port
  Worst path slowest cell    sky130_fd_sc_hd__o311ai_0
  Worst EP required    19.68 ns
  Worst setup slack for register-to-register paths    20.74 ns

GRT
  Maximum number of pins on one net before global-route repair    58
  Combined global-route utilization of all metal layers    0.297
  Total overflow reported by the global router    0
  Wire length of the first global-routing pass    37300 um
  Antenna violations before repair    1
  Via count of the first global-routing pass    7523

Floorplanning
  Chip Footprint    16400 um^2
  DIE WIDTH    128 um
  Chip Height    128 um
  Number of I/O pins    260
  Std-Cell Core Area    15400 um^2
  Std-Cell Rows    45
  Initial Util    0.518

Detailed routing
  Met3 wire length    1930 um
  Overall routed net length    23200 um
  Post-detailed-route DRC marker count    0
  Vias per Instance    5.60
  Iteration count of the initial detailed-routing pass    5
  Routed length on met2    10000 um
  Routed length on met1    11000 um
  Number of vias in the routed layout    7935
  Residual antenna-violating net count after detailed routing    0
  Detailed-route wire length per cell    16.3 um
  Drt initial violations    514
  Uppermost layer routed    met4

Power and ir drop
  Power per standard cell area    76.5 nW/um^2
  Leakage Power    0.00471 uW
  Power Total    838 uW
  Peak supply drop    0.0000426 V

Placement
  Routability congestion estimate    0.900
  Port buffer count    259
  DP Wirelength    19000 um

Timing
  Number of max-slew violations in the final report    0
  RSZ-0062 raised after global routing    no
  Final worst-path cycle share    0.538
  Worst Skew    0.00817 ns
  Pin slew with the least headroom to its limit    0.720 ns
  Total Negative Setup Slacks    0 ns
  Hold Slack    0.731 ns
  Number of failing hold endpoints at the final stage    0
  Clock period minus worst slack    13.23 ns
  Max Clk Rate    0.0756 GHz
  Relative slew slack    0.514
  Final setup fails    0

Clock network
  Deepest clock path buffer count    2
  Clock sink total    64
  Master cell of the clock root buffer    sky130_fd_sc_hd__clkbuf_16
  Total setup buffers inserted after CTS    0
  Clock-pin slew on the worst setup and hold paths    0.05 ns
  Hold-fix buffers at CTS    0
  Clock latency at the later pin of the worst-skew pair    0.34 ns
  Max H-tree Level    3
  TritonCTS clock tree    built
  TritonCTS buffer count    9
  Number of resized instances in the post-cts repair step    0

Min path
  Hold Crit Endpoint    counter_s[0]
  Startpoint of the most critical hold path    counter_s[0]
  Min-Delay Path Class    flop to flop
  Hold path cells    2

Cells and area
  Layout overhead on the synthesized area    37.8%
  Largest register FFs    64
  Register with the most flip-flops    counter_s
  Fraction of final layout cells with drive strength greater than 1    0.0382
  Count of filler cells inserted in the layout    1212
  Registers with the highest flip-flop counts    counter_s x64

Run
  Tally of max-capacitance violations    0
  Log Warnings    26

Outcome
  Result of the run    finished clean
## area by class of cell
class / instances / area, um^2 / share of cell area
multi-input combinational: 779 / 5570 / 0.508
timing repair buffer: 261 / 2610 / 0.238
sequential: 64 / 1920 / 0.175
clock inverter: 6 / 50.0 / 0.00457
inverter: 85 / 319 / 0.0291
tap: 211 / 264 / 0.0241
antenna: 1 / 2.50 / 0.000228
clock buffer: 10 / 229 / 0.0209
## worst min-delay path, delay by kind of cell (launching register included)
kind / cells / cell delay (ns)
fa+ha+maj: 1 / 0.13
flops: 1 / 0.37
mux: 1 / 0.13
## routing by layer
layer | GRT usage | vias to the layer above
met4 | 0.0263 | 0
met3 | 0.0702 | 14
met1 | 0.464 | 3573
met2 | 0.447 | 325
li1 | - | 4023
met5 | 0 | -
## cells by family after synthesis
| family | Yosys count | share of synthesized area |
|---|---|---|
| AND-OR/OR-AND | 335 | 0.273 |
| XOR/XNOR | 58 | 0.0639 |
| adder cells (fa/ha/maj) | 128 | 0.202 |
| buffers and inverters | 117 | 0.0582 |
| flip-flops | 64 | 0.242 |
| multiplexers | 9 | 0.0126 |
| AND/OR/NAND/NOR | 249 | 0.149 |
## per-stage QoR
stage | utilization | instance area (um^2) | setup WS [ns] | instances
after floorplan | - | 7960 | 13.03 | 960
after global placement | 0.695 | 10700 | 11.47 | 1400
after detailed placement | 0.695 | 10700 | 11.39 | 1400
after CTS | 0.713 | 11000 | 11.38 | 1416
after global routing | 0.713 | 11000 | 11.16 | 1416
final | 0.713 | 11000 | 11.37 | 1417
## power by group
group / leakage, uW / switching (uW) / internal (uW)
registers: 0.000661 / 32.2 / 163
clock network: 0.000136 / 48.1 / 76.9
logic: 0.00391 / 266 / 252
## how the worst max path moves through the flow
stage | start | end | cells after the start
6_report | end_in[0] | done | 13
5_1_grt | end_in[0] | done | 13
4_1_cts | end_in[0] | done | 13
## layout by cell type, fill, tap and decap left out, types with 5 or more instances in the layout
master and instances:
sky130_fd_sc_hd__a211oi_1 6, sky130_fd_sc_hd__nor2_1 29, sky130_fd_sc_hd__xor2_1 23, sky130_fd_sc_hd__nor3_1 11, sky130_fd_sc_hd__and2_1 8, sky130_fd_sc_hd__nand4_1 27
sky130_fd_sc_hd__edfxtp_1 64, sky130_fd_sc_hd__nand2_1 108, sky130_fd_sc_hd__clkbuf_16 9, sky130_fd_sc_hd__o21ai_0 91, sky130_fd_sc_hd__nand3_1 22, sky130_fd_sc_hd__clkdlybuf4s50_1 258
sky130_fd_sc_hd__and3_1 6, sky130_fd_sc_hd__a21o_1 36, sky130_fd_sc_hd__ha_1 127, sky130_fd_sc_hd__o21bai_1 16, sky130_fd_sc_hd__mux2_2 8, sky130_fd_sc_hd__o211ai_1 6
sky130_fd_sc_hd__nor2b_1 15, sky130_fd_sc_hd__a21oi_2 5, sky130_fd_sc_hd__a221oi_1 5, sky130_fd_sc_hd__o21ai_1 13, sky130_fd_sc_hd__xnor2_1 35, sky130_fd_sc_hd__nand2b_1 8
sky130_fd_sc_hd__a21oi_1 99, sky130_fd_sc_hd__inv_1 85
Power figures rest on the tool's default switching activity, not on a simulated workload.
